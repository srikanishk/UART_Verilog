===== design.v =====
module UART_transmitter(clk,start,in,stop,t_active,out,t_done);
  input clk,start,stop;
  input [7:0] in;
  output reg out,t_active=0,t_done=0;
  parameter S0=2'b00,S1=2'b01,S2=2'b10,S3=2'b11;
  integer cpb=26; 
  reg [1:0] state=S0; 
  reg [7:0] data,clk_count=0,i=0;
  always @(posedge clk) 
   begin
    case(state)
      S0 : begin
           out=1;
           t_done=0;
           if(start==0)
              begin
                t_active= 1'b1;
                data<=in;
                state=S1;
              end
            else
            state=S0;
           end
      S1 : begin
          out<=0; 
		  if(clk_count<cpb-1)
             begin 
                clk_count<=clk_count+1;
                state=S1;
              end
           else
             begin
              state=S2;
              clk_count=0;
             end
         end
      S2 : begin
           out<=data[i];
        if(clk_count<cpb-1)
           begin
            clk_count<=clk_count+1;
            state=S2;
           end
         else
          begin
            clk_count=0;
            if(i<7)
              begin
                state=S2;
                i<=i+1;
              end
            else
             begin i=0;
              state=S3;
             end
           end
       end
       S3 : begin
          out<=1;  
         if(clk_count<cpb-1)
             begin 
                clk_count<=clk_count+1;
                state=S3;
              end
           else
             begin
              state=S0;
              clk_count=0;
              t_done=1;
              cpb<=cpb*2;
             end
         end 
       endcase
      end
 endmodule
module UART_receiver(I,clk,O,r_done);
  input I,clk;
  output reg [7:0] O;
  output reg r_done=0;
  parameter S0=2'b00,S1=2'b01,S2=2'b10,S3=2'b11;
  reg [1:0] state=S0;
  integer cpb=26;
  reg [7:0] clk_count=0,i=0;
  always @(posedge clk)
   begin
     case(state)
      S0: begin
        if(I==0) state=S1;
           else state=S0;
           r_done=0;
           end
     S1:  begin                           
          if(clk_count<cpb-1)
             begin 
                clk_count<=clk_count+1;
                state=S1;
              end
           else
             begin
              state=S2;
              clk_count=0;
             end
          end 
       S2: begin            
            if(clk_count<cpb-1)
              begin
                clk_count<=clk_count+1;
                state=S2;
                O[i]=I;
              end
            else
             begin
              clk_count=0;
              if(i<7)
                begin
                 state=S2;
                 i<=i+1;
                end
               else
                 begin 
                  i=0;
                  state=S3;
                  r_done=1;
                 end
             end
          end 
       S3: begin      
           if(I==1)
           begin
              if(clk_count<cpb-1)
               begin 
                clk_count<=clk_count+1;
                state=S3;
               end
             else
               begin
                state=S0;
                clk_count=0;
                cpb<=cpb*2;
               end
           end
         end
      endcase
   end
endmodule 

===== constraint.sdc =====
current_design UART_receiver

set clk_period 4.8
set clk_io_pct 0.2

create_clock -name clk0 -period $clk_period [get_ports {clk}]

set non_clock_inputs [all_inputs -no_clocks]
set_input_delay [expr $clk_period * $clk_io_pct] -clock clk0 $non_clock_inputs
set_output_delay [expr $clk_period * $clk_io_pct] -clock clk0 [all_outputs]

===== run.sh =====
#!/bin/bash
# OpenROAD 26Q1-2900-gdf79404cd8, Yosys 0.63+post, stock flow scripts
make -C /OpenROAD-flow-scripts/flow DESIGN_CONFIG=/design/flow/config.mk WORK_HOME=/design/flow/orfs finish

===== config.mk =====
export PLATFORM = sky130hd
export DESIGN_NAME = UART_receiver
export DESIGN_NICKNAME = UART_receiver
export VERILOG_FILES = /design/flow/design.v
export SDC_FILE = /design/flow/constraint.sdc
export NUM_CORES = 4
export LEC_CHECK = 1
export CORE_UTILIZATION = 50

==> summary.txt <==
run results: status completed, Num CTS Buffers 9, crit end category flip-flop, Congestion Overflow GR 0, setup slack, reg-to-reg 0.56 ns, Synth Flop Type edfxtp_1, Crit Path Class reg2reg, worst-margin pin slew 0.699 ns, Clock Tree Root clkbuf_8, final hold violation count 0, first-pass GRT wire length 8.91 mm, leakage power 0.00114 uW, Worst Setup Start Kind flip-flop, Yosys chip area 0.00303 mm2, Async S/R FF share, synth 0, WHS Endpoint cpb[30]$_DFFE_PP_, GRT Util Overall 0.195, tool warnings 26, initial antenna violation count 0, minimum clock period 4.24 ns, final wirelength 5.14 mm, Yosys Warn Count 1, chip width 79.8 um, drt drc 0, final setup vio count 0, VDD IR max 0.198 mV, Port Buffers 10, worst r2r src cpb[1]$_DFFE_PP_, # resized after CTS 0, detailed-router iteration count before antenna repair 4, clock slew at reported path FFs 0.07 ns, # Cells Yosys 250, post-synth cell types 53, RePlAce Congestion 0.814, cts-stage hold buffer count 0, CTS Buffer Depth 2, Die Span Y 79.8 um, RR Endpoint cpb[6]$_DFFE_PP_, crit-path max FO 31, Critical Path AT 4.22 ns, Slew Limit Fails 0, RSZ-0062 raised after global routing no, HP Class reg2reg, fill cell count 461, FF+latch area 0.00174 mm2, logic area 0.00124 mm2, Sink Count 58, layout cell share with drive strength beyond 1 0.124, hold path depth 0, met3 Track Usage GR 0.0348, Synth Seq Share 0.576, Chip Area 0.00637 mm2, gr busiest metal met1, Initial Util 0.533, number of enable flip-flop cells 58, Post-Syn Area per Cell 12.1 um2, # rows 27, hold_sp cpb[29]$_DFFE_PP_, Ports 11, H-tree levels 3, largest net degree at the start of global routing 32, # Max-Cap Violations 0, pwr dens 300 mW/mm2, Slew HR 0.533, Max Freq 0.236 GHz, number of diodes 0, Worst Path Required 4.78 ns, Worst Hold Slack 0.451 ns, Design Power 1030 uW, Placeable Area 0.00568 mm2, Period Utilization, post-route 0.883, utilization of the core after routing 0.604, Vias/cell 5.67, Mapped Area 0.00303 mm2, per-cell routed wire length 14.8 um, TritonCTS clock tree yes, number of global-route vias before repair 1,853, hpwl dp 3.62 mm, Vias 1,963, Synth-to-Final Area Change 13.3%, Post-CTS Setup Inserts 0, Sum Neg Setup Slack 0 ns, Syn Inst Count 250, GR Util met2 0.267, M1 GR Usage 0.367, Cell Count, Final, Fillers Out 346, Flops after synth 58, DR iter-0 viols 107, Final ANT Viol Nets 0, placed cell count 330, Register-to-Register Path Depth 14, Worst Skew 0.00667 ns, Insertion Delay late pin 0.33 ns
where the power goes:
part           switching [uW]  internal [uW]
logic                    1.86           1.02
registers                   0            549
clock network             187            291
total                     189            841
logic make-up (layout without fill, tap and decap cells):
family                     count (synthesis)  in the layout  synth area share
AOI/OAI and AO/OA                         29             29            0.0687
xor gates and xnor gates                  16             16            0.0463
adders and majority gates                 11             11            0.0455
buffers and inverters                     15             35            0.0203
DFF                                       58             58             0.576
muxes                                      8              8            0.0298
other                                      1              5           0.00124
and+or+nand+nor                          112            112             0.213
how the worst max path moves through the flow:
stage,start,end,slack (ns),cells past startpoint
6_report,cpb[1]$_DFFE_PP_,cpb[6]$_DFFE_PP_,0.56,14
4_1_cts,cpb[1]$_DFFE_PP_,cpb[21]$_DFFE_PP_,0.52,14
5_1_grt,cpb[1]$_DFFE_PP_,cpb[5]$_DFFE_PP_,0.20,14
worst max-delay path: stages (launching register included):
cell and delay [ns]:
edfxtp_1 0.46, inv_1 0.09, ha_1 0.39, inv_1 0.15, or3_1 0.40, xor2_1 0.15
ha_1 0.27, o21ai_0 0.07, nand2b_1 0.07, a311oi_1 0.10, a2111oi_0 0.41, or4b_4 0.55
nor3b_2 0.21, and4_1 0.21, buf_4 0.35
cell usage after synthesis (3+ instances only):
cell type,instances,area share
a2111oi_0,3,0.0087
a21oi_1,7,0.012
and2_1,3,0.0062
and3_1,5,0.010
clkbuf_1,6,0.0074
edfxtp_1,58,0.58
ha_1,11,0.045
inv_1,7,0.0087
mux2_2,8,0.030
nand2_1,10,0.012
nand2b_1,3,0.0062
nand3_1,12,0.020
nand3b_1,3,0.0074
nand4b_1,3,0.0087
nor2_1,26,0.032
nor2b_1,4,0.0083
nor3_1,12,0.020
nor4_1,9,0.019
o21ai_0,4,0.0066
or3_1,4,0.0083
xnor2_1,6,0.017
xor2_1,10,0.029
layer usage:
metal  up-vias  routed length, um
li1        996                  -
met1       917               2650
met2        41               2190
met3         9                204
met4         0                 92
met5         -                  0
per-stage QoR:
stage | setup WS, ns | area [um2]
detailed placement | 0.563 | 3210
CTS | 0.520 | 3430
finish | 0.561 | 3430
global placement | 0.777 | 3210
floorplan | 0.503 | 3040
global route | 0.204 | 3430
final cells by class:
type,instances,share of cell area
sequential,58,0.508
multi-input combinational,181,0.361
clock buffer,9,0.0361
timing repair buffer,12,0.0336
clock inverter,7,0.0274
tap,72,0.0263
inverter,7,0.00766
state kept, by name, indices dropped and copies added (netlist names):
name,cells
r_done,1
state,2
O,8
clk_count,8
cpb,31
i,8
placed cells by master (no fill, tap or decap), drive strengths merged, types with 6 or more instances in the layout:
cell           count
nor4              10
inv                7
a21oi              7
o21ai              6
nor2              26
mux2               8
clkdlybuf4s50     10
nand3             12
nand2             10
xnor2              6
clkbuf             9
nor3              12
edfxtp            58
xor2              10
ha                11
Power is estimated from default activity; no workload was simulated.
